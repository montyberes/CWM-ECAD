File: /design/flow/config.mk
export PLATFORM = sky130hd
export DESIGN_NAME = counter
export DESIGN_NICKNAME = counter
export VERILOG_FILES = /design/flow/design.v
export SDC_FILE = /design/flow/constraint.sdc
export NUM_CORES = 4
export LEC_CHECK = 1
export CORE_AREA = 10 10 79 79
export DIE_AREA = 0 0 89 89
File: /design/flow/constraint.sdc
current_design counter

set clk_period 2.7
set clk_io_pct 0.2

create_clock -name clk0 -period $clk_period [get_ports {clk}]

set non_clock_inputs [all_inputs -no_clocks]
set_input_delay [expr $clk_period * $clk_io_pct] -clock clk0 $non_clock_inputs
set_output_delay [expr $clk_period * $clk_io_pct] -clock clk0 [all_outputs]
File: /design/flow/design.v
`timescale 1ns / 100ps
module counter(
	input clk,
	input rst,
	input enable,
	input direction,
	output reg [7:0]counter_out
    );
	always@(posedge clk)
	if (rst==1) begin
	   counter_out=0;
	end
	else  begin
   		counter_out<=(enable==0)?counter_out:(direction==1)?counter_out+1:counter_out - 1; 		end	
endmodule
File: /design/flow/run.sh
#!/bin/bash
# OpenROAD 26Q1-2900-gdf79404cd8, Yosys 0.63+post, stock flow scripts
make -C /OpenROAD-flow-scripts/flow DESIGN_CONFIG=/design/flow/config.mk WORK_HOME=/design/flow/orfs finish
==> impl_metrics.toml <==
# implementation run metrics
[floorplanning]
die-area_um2 = 7920
core_area_um2 = 4660
die_h_um = 89
die_w_um = 89
row_count = 25
initCoreUtil_pct = 12.2
boundaryPins = 12

[clock_tree]
hold_buffers = 0
cts_resized = 0
ctsHtreeMaxLevel = 1
cts.sink_count = 8
cts_inserted_buffers = 3
post_cts_buffers = 0
path_clk_slew_ns = 0.05
cts_tree = "built"
cts_root_buffer = "clkbuf_8"
cts_buffer_depth = 2
clock_latency_ns = 0.23

[routing]
drc = 0
drt-total-wl_mm = 1.31
ant_nets = 0
vias = 482
first_pass_iters = 4
wl_per_cell_um = 9.89
vias_per_cell = 3.65
drtIter0Drc = 24
antenna_cells = 0

[logic_synthesis]
synthTopCellsByCount = "dfxtp_1, nor2_1, nand2_1"
top_area_share_pct = 28.1
yosysTopAreaCell = "dfxtp_1"
postSynthSeqShare_pct = 28.1
syn-mean-instance-area_um2 = 8.78
top_cells_by_area = "dfxtp_1, ha_1, mux2i_1"
synth_cell_types = 27
yosysWarnings = 1
edf_count = 0
ff_type = "dfxtp_1"
synthCells = 65
yosysCellCount = 65
async_flop_share_pct = 0
ys_ff = 8
yosys_area_um2 = 571
synth.cell_area_um2 = 571

[worst_setup_path]
path_max_fanout = 8
r2r_slack_ns = 0.97
cp-end-kind = "register"
cp_cell_sequence = "clkdlybuf4s50_1 -> inv_1 -> ha_1 -> a21oi_2 -> o21ai_1 -> a21oi_2 -> mux2i_1 -> mux2_1"
path_class = "in2reg"
critical_path_arrival_ns = 2.52
cpMostUsedCell = "a21oi_2"
slowest_delay_ns = 0.47
cpMaxStageDelayCell = "clkdlybuf4s50_1"
cp_data_required_time_ns = 2.82
worstSetupStartpointType = "primary input"

[flow_run]
max_cap_violations = 0
tool_warnings = 25

[final_layout]
regMostFlops = "counter_out"
syn2layout_area_growth_pct = 38.2
largest_reg_flops = 8
reg_top3 = "counter_out: 8 flops"
drive_above_1_share_pct = 11.5

[placed_design]
portBuffers = 11
gp_congestion = 0.705
dp_hpwl_mm = 1.01

[grt]
antenna_found_initial = 0
grt_max_degree = 14
grt_pass1_vias = 495
grt_overflow = 0
grtUsageTotal_pct = 3.47
grt_pass1_wl_mm = 2.26

[final_timing]
worst_pin_slew_ns = 0.466
timing_hold_violations_final = 0
drv_slew = 0
clock_skew_ns = 0.00451
max_freq_mhz = 415
fin_tns_setup_ns = 0
whs_ns = 0.505
slew_headroom_pct = 68.8
setup_viol = 0
finalClockPeriodUsage_pct = 89.2
rsz0062_at_grt = "no"
fin_crit_ns = 2.41

[pwr]
power_density_nw_per_um2 = 603
ir_drop_uv = 131
leakage_nw = 0.323
finalPower_mw = 0.476

[worst_hold_path]
hp-class = "reg2reg"

[run_status]
status = "complete, no violations"
[worst max-delay path: cells and delay by family]
kind | cells | cell delay, ns
AOI/OAI and AO/OA | 3 | 0.40
adders and majority gates | 1 | 0.42
buffers and inverters | 2 | 0.63
muxes | 2 | 0.53
[kinds of logic after synthesis]
logic type               share of synthesized area (%)
multiplexers                                      8.99
AND/OR/NAND/NOR                                   19.7
adder cells (fa/ha/maj)                           16.7
XOR/XNOR                                          7.68
buffers and inverters                             2.85
AND-OR/OR-AND                                     16.0
flip-flops                                        28.1
[layout by cell type, fill, tap and decap left out, drive strengths merged, types with 3 or more instances in the layout]
| master | Yosys | final |
|---|---|---|
| dfxtp | 8 | 8 |
| nand2 | 8 | 8 |
| clkdlybuf4s50 | 0 | 11 |
| clkbuf | 1 | 3 |
| nor2 | 8 | 8 |
| xnor2 | 3 | 3 |
| ha | 6 | 6 |
| mux2i | 4 | 4 |
| a21oi | 5 | 5 |
[cell type report]
class,instances,area [µm²]
inverter,2,7.51
sequential,8,160
tap,54,67.6
timing repair buffer,12,118
multi-input combinational,53,394
clock buffer,3,41.3
fill,504,3870
[metrics by stage]
step | cells | setup slack, ns | util, % | instance area (µm²)
after floorplan | 65 | 0.660 | - | 571
after global placement | 129 | 0.0686 | 16.0 | 747
after detailed placement | 129 | 0.0458 | 16.0 | 747
after CTS | 132 | 0.279 | 16.9 | 788
after global routing | 132 | 0.134 | 16.9 | 788
final | 132 | 0.291 | 16.9 | 788
[per-layer routing]
metal	global-route usage, %	wire length [µm]	up-vias
li1	-	-	257
met1	4.53	584	216
met2	5.52	609	7
met3	0.918	84	2
met4	1.01	26	0
met5	0	0	-
[path summary, 6_finish.rpt]
check,cells after the start,startpoint,end
max,8,direction,counter_out[7]
min,2,counter_out[5],counter_out[5]
max reg2reg,6,counter_out[4],counter_out[7]
min reg2reg,2,counter_out[5],counter_out[5]
[power breakdown]
group | internal, mW | switching (mW) | total, mW
Combinational | 0.0956 | 0.0768 | 0.172
Sequential | 0.137 | 0.0166 | 0.154
Clock | 0.0971 | 0.0520 | 0.149
Total | 0.330 | 0.145 | 0.476
