File: design.v
`timescale 1ns / 100ps
module dice(
	input button,
	input clk,
	input rst,
	output reg [2:0]throw
	);
	always@(posedge clk)
	if (rst) begin
	  throw<=3'b000;
	end
	else if ((throw==3'b000)||(throw==3'b111))begin
	throw <=3'b001;
	end
	else if(throw==3'b110)begin
	throw<=(button==1)?3'b001:throw;
	end
	else begin
	throw<=(button==0)?throw:throw+3'b001;
	end
endmodule
`timescale 1ns / 100ps
module lights(
	input clk,
	output reg red,
	output reg amber,
	output reg green
	);
initial begin
	red=1;
	amber=1;
	green=0;
end
	always @(posedge clk)
	if ((red==1)&&(amber==1))begin
	red<=0;
	amber<=0;
	green<=1;
	end
	else if (green==1) begin
	green<=0;
	amber<=1;
	red<=0;
	end
	else if ((amber==1)&&(red==0))begin
	green<=0;
	red<=1;
	amber<=1;
	end
	else begin
	red<=1;
	amber<=1;
	green<=0;
	end
endmodule
`timescale 1ns / 100ps
module dice_or_lights(input rst, input clk, input button, input sel, output [2:0]result);
wire red;
wire green;
wire blue;
wire [2:0]throw;
wire [2:0]colour;
assign colour = {red, green, blue};
dice top_dice(button,clk,rst,throw);
lights top_lights(clk,colour[2],colour[1],colour[0]);
assign result=(sel==0)?throw:colour;
endmodule
File: config.mk
export PLATFORM = sky130hd
export DESIGN_NAME = dice_or_lights
export DESIGN_NICKNAME = dice_or_lights
export VERILOG_FILES = /design/flow/design.v
export SDC_FILE = /design/flow/constraint.sdc
export NUM_CORES = 4
export LEC_CHECK = 1
export CORE_AREA = 10 10 70 70
export DIE_AREA = 0 0 80 80
File: run.sh
#!/bin/bash
# OpenROAD 26Q1-2900-gdf79404cd8, Yosys 0.63+post, stock flow scripts
make -C /OpenROAD-flow-scripts/flow DESIGN_CONFIG=/design/flow/config.mk WORK_HOME=/design/flow/orfs finish
File: constraint.sdc
current_design dice_or_lights

set clk_period 1.5
set clk_io_pct 0.2

create_clock -name clk0 -period $clk_period [get_ports {clk}]

set non_clock_inputs [all_inputs -no_clocks]
set_input_delay [expr $clk_period * $clk_io_pct] -clock clk0 $non_clock_inputs
set_output_delay [expr $clk_period * $clk_io_pct] -clock clk0 [all_outputs]
==> flow_summary_export.csv <==
group,metric,value,unit
logic_synthesis,postSynthCellCount,23,
drt,post_drt_via_cell_ratio,2.72,
drt,ant_nets,0,
floorplan,core.rowCount,21,
critical_path,critical_path.max_fanout,6,
critical_path,critical_path_arrival,1090,ps
floorplan,core-area,0.00342,mm^2
place,routabilityCongestion,0.637,
floorplan,dieArea,0.00640,mm^2
place,place.port_buffers,6,
global_routing,globalRouteOverflowTotal,0,
place,post-dp-hpwl,406,um
finish,post-route-util,12.1,%
timing,worst_pin_slew,219,ps
logic_synthesis,dominant_cell_area_share,48.2,%
flow_run,drv_cap,0,
flow_run,stage_log_warnings,25,
logic_synthesis,yosysWarningCount,2,
power_and_ir_drop,powerDensity,877,mW/mm^2
floorplan,floorplan.die.width,80,um
finish,fill_cells,400,
drt,dr_total_vias,220,
timing,fin_hold_ws,406,ps
timing,timing.final.crit_period,1390,ps
logic_synthesis,synth_top_flop_cell,"sky130_fd_sc_hd__dfxtp_1",
critical_path,ff2ff_setup_slack,440,ps
finish,drive_gt1_share,42.9,%
global_routing,number_of_antenna_violations_at_the_first_check_in_global_routing,0,
timing,timing.max_slew.rel_slack,85.4,%
clocking,hold_buffers,0,
clocking,ctsHtreeMaxLevel,1,
global_routing,grt_use_total,1.76,%
drt,drt_pre_antenna_iters,3,
logic_synthesis,synth_flop_count,6,
critical_path,worstPathRequired,1200,ps
logic_synthesis,synth.yosys.chip_area,249,um^2
timing,hold_viol_final,0,
clocking,clkSinkCount,6,
drt,totalWireLength,555,um
logic_synthesis,synth-edff-count,0,
logic_synthesis,yosys_cells,23,
floorplan,ios,7,
floorplan,die.size.y,80,um
logic_synthesis,netlist-cell-type-count,15,
clocking,max_root_sink_buffers,2,
global_routing,grt_first_pass_wirelength,979,um
min_path,worst_min_delay_path_class,"flip-flop to flip-flop",
logic_synthesis,most_common_cell,"sky130_fd_sc_hd__dfxtp_1",
logic_synthesis,mappedNetlistArea,249,um^2
power_and_ir_drop,vdd_ir_drop_max,0.213,mV
timing,rsz_0062_raised_after_global_routing,"false",
finish,ff_latch_area,129,um^2
timing,finalSetupViolations,0,
timing,report.final.slew_viol_count,0,
critical_path,critical_path.startpoint_type,"flip-flop",
clocking,clockRootBuffer,"sky130_fd_sc_hd__clkbuf_4",
finish,post-route-cell-area,412,um^2
critical_path,critical-path-slowest-cell,"sky130_fd_sc_hd__dfxtp_4",
logic_synthesis,ys_seq_share,48.2,%
critical_path,cpPeakStageDelay,350,ps
outcome,status,"finished clean",
clocking,cts_tree,"yes",
drt,drt_iter0_drcs,2,
finish,syn2layout_area_growth,65.3,%
logic_synthesis,synthTopCellsByArea,"sky130_fd_sc_hd__dfxtp_1 48%, sky130_fd_sc_hd__mux2_2 14%, sky130_fd_sc_hd__a211oi_2 5.0%",
global_routing,grt_pass1_vias,232,
place,placed_cell_area,382,um^2
critical_path,path_cells,"mux2_2 > dlygate4sd2_1",
clocking,clk_pin_slew,50,ps
clocking,clock_latency,250,ps
logic_synthesis,yosys-top-cells-count,"6 x sky130_fd_sc_hd__dfxtp_1, 3 x sky130_fd_sc_hd__mux2_2, 2 x sky130_fd_sc_hd__nor2_1",
power_and_ir_drop,p_leak,0.151,nW
finish,logic_area,125,um^2
timing,maximum_clock_frequency,719,MHz
floorplan,floorplan.core_util,7.29,%
drt,diodes,0,
logic_synthesis,postSynthAreaPerCell,10.8,um^2
critical_path,endpoint_kind,"output port",
timing,timing.final.crit_share,92.7,%
logic_synthesis,asyncSetResetFlopFracSynth,0,%
drt,detail_route.drc_violations,0,
logic_synthesis,synth_area_leader_cell,"sky130_fd_sc_hd__dfxtp_1",
global_routing,grt_max_degree,7,
drt,routed_length_per_placed_instance,6.85,um
critical_path,worstSetupPathType,"flip-flop to output port",
timing,clock-skew-final,0.0831,ps
clocking,cts-buffers-inserted,3,
==> sequential cells by signal, summed over array words and instances, names as in the netlist <==
name / count
top_dice.throw: 3
top_lights.amber: 1
top_lights.green: 1
top_lights.red: 1
==> worst max-delay path: cells and delay by family (launching register included) <==
| family | cells | cell delay [ps] |
|---|---|---|
| buf+inv | 1 | 240 |
| flops | 1 | 350 |
| mux | 1 | 250 |
==> final timing paths <==
path	from	endpoint	cells after the start
min	top_lights.amber$_DFF_P_	top_lights.amber$_DFF_P_	1
min reg2reg	top_lights.amber$_DFF_P_	top_lights.amber$_DFF_P_	1
max reg2reg	top_dice.throw[0]$_SDFFE_PP0P_	top_dice.throw[1]$_SDFFE_PP0P_	3
max	top_dice.throw[2]$_SDFFE_PP0P_	result[2]	2
==> stage by stage <==
stage | total power, mW | TNS (ps) | std cells | setup slack [ps]
finish | 0.361 | 0 | 81 | 109
floorplan | 0.192 | 0 | 23 | 590
global placement | 0.218 | -1110 | 77 | -371
detailed placement | 0.220 | -1150 | 77 | -387
global route | 0.379 | 0 | 81 | 78.0
CTS | 0.367 | 0 | 81 | 95.2
==> power by group <==
group | leakage, nW | switching (mW) | internal, mW | total (mW)
Clock | 0.0138 | 0.0555 | 0.0903 | 0.146
Sequential | 0.0505 | 0.00330 | 0.164 | 0.168
Combinational | 0.0868 | 0.0193 | 0.0283 | 0.0476
==> per-layer routing <==
| layer | track usage, % | vias to the layer above | share of wire [%] |
|---|---|---|---|
| met5 | 0 | - | 0 |
| met1 | 2.21 | 101 | 43 |
| met4 | 1.06 | 0 | 3.4 |
| li1 | - | 109 | - |
| met2 | 2.57 | 8 | 47 |
| met3 | 0.568 | 2 | 5.8 |
==> cell families (layout without fill, tap and decap cells) <==
kind of cell	count (synthesis)	count (layout)	synth area share, %
buffers and inverters	1	13	1.51
multiplexers	3	3	13.6
AND/OR/NAND/NOR	6	6	13.1
AND-OR/OR-AND	6	6	19.1
flip-flops	6	6	48.2
adder cells (fa/ha/maj)	1	1	4.52
==> timing repair <==
action | in CTS | in global routing
gates resized | 12 | 0
buffers inserted | 1 | 0
setup endpoints to repair | 3 | 0
==> cells in the final DEF (no fill, tap or decap) <==
cell type	n
sky130_fd_sc_hd__clkbuf_4	3
sky130_fd_sc_hd__o2bb2ai_1	1
sky130_fd_sc_hd__a211oi_2	1
sky130_fd_sc_hd__nand2_1	1
sky130_fd_sc_hd__a21oi_1	1
sky130_fd_sc_hd__mux2_2	3
sky130_fd_sc_hd__nor2_1	2
sky130_fd_sc_hd__buf_2	1
sky130_fd_sc_hd__clkdlybuf4s50_1	2
sky130_fd_sc_hd__dfxtp_1	3
sky130_fd_sc_hd__a221oi_1	1
sky130_fd_sc_hd__nor2b_1	1
sky130_fd_sc_hd__a21boi_0	1
sky130_fd_sc_hd__buf_4	3
sky130_fd_sc_hd__dfxtp_2	1
sky130_fd_sc_hd__o21ai_0	1
sky130_fd_sc_hd__dlygate4sd2_1	3
sky130_fd_sc_hd__or2_0	1
sky130_fd_sc_hd__nand4b_1	1
sky130_fd_sc_hd__inv_1	1
sky130_fd_sc_hd__maj3_2	1
sky130_fd_sc_hd__dfxtp_4	2
==> final cells by class <==
cell class                      instances  area share, %
Tap cell                               46           14.0
Multi-Input combinational cell         16           30.4
Inverter                                1          0.912
Sequential cell                         6           31.3
Timing Repair Buffer                    9           17.9
Clock buffer                            3           5.47
Power and IR drop assume default switching activity.
